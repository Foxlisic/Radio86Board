$ cat flow/constraint.sdc
current_design vg75

set clk_period 5.2
set clk_io_pct 0.2

create_clock -name clk0 -period $clk_period [get_ports {clock}]

set non_clock_inputs [all_inputs -no_clocks]
set_input_delay [expr $clk_period * $clk_io_pct] -clock clk0 $non_clock_inputs
set_output_delay [expr $clk_period * $clk_io_pct] -clock clk0 [all_outputs]
$ cat flow/design.v
module de0
(
    input              RESET_N,
    input              CLOCK_50,
    input              CLOCK2_50,
    input              CLOCK3_50,
    input              CLOCK4_50,
    output             DRAM_CKE,
    output             DRAM_CLK,
    output      [1:0]  DRAM_BA,
    output      [12:0] DRAM_ADDR,
    inout       [15:0] DRAM_DQ,
    output             DRAM_CAS_N,
    output             DRAM_RAS_N,
    output             DRAM_WE_N,
    output             DRAM_CS_N,
    output             DRAM_LDQM,
    output             DRAM_UDQM,
    inout       [35:0] GPIO_0,
    inout       [35:0] GPIO_1,
    output      [6:0]  HEX0,
    output      [6:0]  HEX1,
    output      [6:0]  HEX2,
    output      [6:0]  HEX3,
    output      [6:0]  HEX4,
    output      [6:0]  HEX5,
    input       [3:0]  KEY,
    output      [9:0]  LEDR,
    inout              PS2_CLK,
    inout              PS2_DAT,
    inout              PS2_CLK2,
    inout              PS2_DAT2,
    output             SD_CLK,
    inout              SD_CMD,
    inout       [3:0]  SD_DATA,
    input       [9:0]  SW,
    output      [3:0]  VGA_R,
    output      [3:0]  VGA_G,
    output      [3:0]  VGA_B,
    output             VGA_HS,
    output             VGA_VS
);
assign SD_DATA[0] = 1'bZ;
assign DRAM_CKE  = 1;    
assign DRAM_CS_N = 0;    
assign DRAM_DQ = 16'hzzzz;
assign GPIO_0  = 36'hzzzzzzzz;
assign GPIO_1  = 36'hzzzzzzzz;
assign HEX0 = 7'b1111111;
assign HEX1 = 7'b1111111;
assign HEX2 = 7'b1111111;
assign HEX3 = 7'b1111111;
assign HEX4 = 7'b1111111;
assign HEX5 = 7'b1111111;
wire locked;
wire clock_25;
pll PLL0
(
    .clkin     (CLOCK_50),
    .m25       (clock_25),
    .m50       (clock_50),
    .m100      (clock_100),
    .locked    (locked)
);
assign {VGA_R, VGA_G, VGA_B} = {{4{r}}, {4{g}}, {4{b}}};
vg75 VideoAdapter
(
    .clock  (clock_25),
    .r      (r),
    .g      (g),
    .b      (b),
    .hs     (VGA_HS),
    .vs     (VGA_VS),
);
endmodule
module vg75
(
    input               clock,           
    input               reset_n,         
    output reg          r,
    output reg          g,
    output reg          b,
    output              hs,
    output              vs,
    input      [15:0]   cpu_address,
    input      [ 7:0]   cpu_out,
    input               cpu_we,
    input               cpu_rd,
    output reg [15:0]   address,         
    output reg [10:0]   font_address,    
    input       [7:0]   in,              
    input       [7:0]   font_in          
);
localparam
    hz_visible = 640, vt_visible = 400,
    hz_front   = 16,  vt_front   = 12,
    hz_sync    = 96,  vt_sync    = 2,
    hz_back    = 48,  vt_back    = 35,
    hz_whole   = 800, vt_whole   = 449;
localparam
    LOAD_CURSOR = 1,
    DISPLAY_OFF = 2;
assign hs = x  < (hz_back + hz_visible + hz_front);  
assign vs = y >= (vt_back + vt_visible + vt_front);  
wire        xmax = (x == hz_whole - 1);
wire        ymax = (y == vt_whole - 1);
wire        vis  = (x >= hz_back && x < hz_visible + hz_back && y >= vt_back && y < vt_visible + vt_back);
reg  [10:0] x    = 0;
reg  [10:0] y    = 0;
reg  [ 2:0] cnt_xfine;   
reg  [ 3:0] cnt_yfine;   
reg  [ 6:0] cnt_x;       
reg  [ 5:0] cnt_y;       
reg         flash;       
reg  [ 5:0] frame;       
reg  [ 7:0] mask;        
reg         display;
reg  [ 2:0] cmd;
reg  [ 2:0] cmd_cnt;
reg  [ 6:0] cursor_x;
reg  [ 5:0] cursor_y;
reg  [15:0] base_address;
reg  [ 2:0] sym_height;
reg  [ 1:0] sym_gap;
wire [ 7:0] cursor_area =
    (cursor_x == cnt_x && cursor_y == cnt_y) &&
    (flash && cnt_yfine > sym_height) ?
        8'hFF : 8'h00;
always @(negedge clock)
if (reset_n == 0) begin
    base_address <= 16'hE6A0;
    sym_height   <= 7;  
    sym_gap      <= 2;  
    cursor_x     <= 0;
    cursor_y     <= 0;
    display      <= 1;
end
else begin
    x <= xmax ?         0 : x + 1;
    y <= xmax ? (ymax ? 0 : y + 1) : y;
    if (xmax && ymax) begin
        frame <= (frame == 29) ? 0 : frame + 1;
        if (frame == 29) flash <= ~flash;
    end
    {r, g, b} <= display & vis & mask[5 - cnt_xfine] ? 3'b111 : 3'b000;
    if (x >= hz_back + 74 && x < hz_back + 79 + (80*6) && y >= vt_back + 50 && cnt_y < 30) begin
        cnt_xfine <= cnt_xfine + 1;
        case (cnt_xfine)
        0: begin address      <= cnt_x + (80*cnt_y) + base_address; end
        1: begin font_address <= {in, cnt_yfine[2:0]}; end
        5: begin
            mask      <= (cnt_yfine > sym_height ? cursor_area : font_in);
            cnt_xfine <= 0;
            cnt_x     <= cnt_x + 1;
        end
        endcase
    end
    else begin
        cnt_xfine <= 0;
        cnt_x     <= 0;
        mask      <= 0;
        if (xmax) begin
            if (y >= vt_back + 50 && cnt_y < 30) begin
                cnt_yfine <= (cnt_yfine == (sym_height + sym_gap) ? 0 : cnt_yfine + 1);
                if (cnt_yfine == (sym_height + sym_gap)) cnt_y <= cnt_y + 1;
            end
            if (ymax) begin cnt_y <= 0; cnt_yfine <= 0; end
        end
    end
    if (cpu_we) begin
        if (cpu_address == 16'hC001) begin
            casex (cpu_out)
            8'b001x_xxxx: begin cmd <= DISPLAY_OFF; cmd_cnt <= 0; display <= |cpu_out[4:0]; end
            8'b1000_0000: begin cmd <= LOAD_CURSOR; cmd_cnt <= 0; end
            endcase
        end
        else if (cpu_address == 16'hC000) begin
            case (cmd)
                LOAD_CURSOR: case (cmd_cnt)
                0: begin cmd_cnt <= 1; cursor_x <= cpu_out; end
                1: begin cmd_cnt <= 0; cursor_y <= cpu_out; end
                endcase
            endcase
        end
    end
end
endmodule
$ cat flow/config.mk
export PLATFORM = sky130hd
export DESIGN_NAME = vg75
export DESIGN_NICKNAME = vg75
export VERILOG_FILES = /design/flow/design.v
export SDC_FILE = /design/flow/constraint.sdc
export NUM_CORES = 4
export LEC_CHECK = 1
export CORE_UTILIZATION = 50
$ cat flow/run.sh
#!/bin/bash
# OpenROAD 26Q1-2900-gdf79404cd8, Yosys 0.63+post, stock flow scripts
make -C /OpenROAD-flow-scripts/flow DESIGN_CONFIG=/design/flow/config.mk WORK_HOME=/design/flow/orfs finish
==> notes.md <==
The layout was made with Yosys and OpenROAD.

The checks that failed: negative setup slack. The number of remaining DRC errors is 0. The clock latency on the worst-skew pair is 0.42 ns.

The deepest clock path buffer count is 2. The clock transition at the register clock pins on the worst setup and hold paths after CTS is 0.04 ns. The buffer cell driving the clock tree root is clkbuf_8.

The aggregate global-route resource usage is 20.8%. Once iteration 0 of detailed routing completed, the report listed 119 DRC markers. The post-synthesis share of cell area spent on and-or and or-and gates is 6.50%. The nature of the critical path startpoint is a flop. Detailed placement finished with a half-perimeter wire length of 7390 um. After synthesis, the design contains 470 cells according to Yosys.

The detailed-routing iteration count for the pre-antenna-repair pass is 6. The overall die size recorded for this design is 0.0113 mm^2. Leaving out fill and tap cells, the most frequent cell in the layout is inv_1. The ratio of cells with drive above 1 in the final layout is 8.67%.

In this run the vertical extent of the chip is 106 um. Counting the buffers created by CTS gives 9. The script logs the mean routed wire length per placed instance as 12.8 um. The global placement routability congestion is 0.879. Entering global routing, the biggest net connects 31 pins.

The relative area change from synthesis to final layout is 29.4%. The core region is 0.0105 mm^2. The transition time at the pin with the least slew margin is 0.693 ns. The synthesized netlist devotes 17.7% of its cell area to simple gates.

The kind of cell with the highest combined delay along the critical path is flip-flops. After synthesis the cells add up to 0.00545 mm^2. TritonCTS built the clock tree. The cell count after synthesis is 470. For this design, the slowest cell found on the critical path is edfxtp_1. The number of sinks on the clock net is 102. The worst pin sits at a relative slew slack of 53.7%. The proportion of synthesized flip-flops having asynchronous set or reset is 0%. The synthesized chip area reported by yosys is 0.00545 mm^2.

Among all flip-flop cells after synthesis, the most frequent one is edfxtp_1. In this run, post-CTS hold repair placed 0 buffers. In the floorplan report the effective utilization is 52.0%.

Cells fill 67.4% of the core in the end. The count of library flops with an enable pin is 85. Grouping non-sequential cells by family puts the most area in simple AND/OR/NAND/NOR gates. Nets still carrying antenna violations after routing amount to 0. Traced cell by cell, the critical path runs through ha_2 > or2_4 > a21oi_2 > o21ai_1 > buf_2. The die is 106 um wide. The final setup slack of the worst path is -0.0414 ns. The number of maximum-capacitance constraint violations is 0. The routed design shows a via density per instance of 5.06. Per the CTS log, the maximum H-tree level is 3. The share of synthesized area spent on multiplexers is 3.77%.

For reference, full adder, half adder and majority cells occupy 7.63% of the area reported after synthesis. The combined buffer and inverter count along the critical path is 1. The filler cells instantiated in the layout total 811. Summing all flip-flop and latch instances after layout gives 0.00289 mm^2. As logged by OpenROAD, the buffers inserted on ports number 74. The tally of OpenROAD warnings is 138. Counting flops and latches in the post-synthesis netlist gives 102. The count of antenna diodes in the layout is 0.

On the critical path the data arrives at 4.20 ns. For this design the static power due to leakage is 3.03 nW. Pin placement for this block handled 76 I/O pins. The post-route clock skew is 0.0296 ns.

The final setup violation count is 1. After detailed routing, the total wire length is 10,300 um. The xor and xnor area share after synthesis is 7.72%. The via count of the first global-routing pass came to 4,092. Adding up every negative setup slack in the final design gives -0.0414 ns. The number of hold-slack violations in the final timing report is 0.

The first global-routing pass estimated 17,700 um of wire. Setup repair after global routing could not meet its margin everywhere. The flow ran to the end, but the final reports show violations.

The class of the tightest hold or removal check is reg -> reg. The critical path in this run is classified as reg -> out. The biggest fanout along the worst timing path is 3. For this run, the number of Yosys warnings is 5. After global routing the overflow that remains totals 0. Per STA, the highest per-stage delay on the worst path measures 0.41 ns. The initial antenna violation count is 0. The detailed router placed 4,077 vias in this run. Per the post-synthesis stats, the area per cell is 11.6 um^2. The critical path endpoint has a required time of 4.16 ns. The tally of unique sky130hd cells used after synthesis is 56. The largest vdd supply drop is 214 uV. STA classifies the critical path endpoint as an output pin.

By instance count after routing, the leading logic cell types are inv_1, edfxtp_1, clkdlybuf4s50_1, nor2_1, xnor2_1. Summing all multi-input logic gate instances after layout gives 0.00237 mm^2. The sequential element share of the synthesized area is 53.1%.

The number of max-slew violations in the final report is 0. According to the floorplan log, the row count is 37. The cell area power density is 255 mW/mm^2.
## worst min-delay path: stages, from the launching register on
cell and delay (ns):
dfxtp_1 0.30, o21ai_0 0.07, nand2_1 0.05
## synthesized netlist by cell type (3+ instances only)
cell type | count | area (um^2)
edfxtp_1 | 85 | 2550
xor2_1 | 15 | 131
mux2i_1 | 16 | 160
nor3b_1 | 5 | 37.5
nor3_1 | 6 | 30.0
a21o_1 | 4 | 30.0
dfxtp_1 | 17 | 340
nand3_1 | 20 | 100
and4_1 | 3 | 26.3
ha_1 | 30 | 375
xnor2_1 | 33 | 289
nand2b_1 | 10 | 62.6
nand2_1 | 24 | 90.1
nand4b_1 | 5 | 43.8
inv_1 | 25 | 93.8
a21oi_1 | 17 | 85.1
nand4_1 | 7 | 43.8
or3_1 | 5 | 31.3
a211oi_1 | 4 | 30.0
and2_1 | 5 | 31.3
nor2b_1 | 20 | 125
clkbuf_1 | 9 | 33.8
nor4b_1 | 3 | 26.3
o21ai_0 | 16 | 80.1
nor2_1 | 45 | 169
## path summary, 6_finish.rpt
path | from | to | slack, ns | cells past startpoint
min | cmd[1] | cmd[1] | 0.47 | 2
max reg2reg | y[1] | font_address[2] | 2.08 | 9
min reg2reg | cmd[1] | cmd[1] | 0.47 | 2
max | y[1] | vs | -0.04 | 5
## power by group
| group | internal [W] | switching [W] | leakage [nW] | total [W] |
|---|---|---|---|---|
| registers | 0.000903 | 0.0000160 | 0.919 | 0.000919 |
| clock network | 0.000288 | 0.000487 | 0.643 | 0.000775 |
| logic | 0.0000601 | 0.0000422 | 1.47 | 0.000102 |
## per-stage QoR
stage	hold WS [ns]	total power, W	worst slack [ns]	instances	cell area, um^2
2_1_floorplan	0.436	0.00110	0.170	470	5450
3_3_place_gp	0.458	0.00115	-0.0963	686	6450
3_5_place_dp	0.462	0.00115	-0.0958	686	6450
4_1_cts	0.465	0.00184	-0.0507	803	7030
5_1_grt	0.498	0.00193	-0.119	805	7050
6_report	0.466	0.00180	-0.0414	805	7050
## sequential cells by signal, indices dropped and copies added, names as in the netlist
name          flops
font_address     11
g                 1
cnt_yfine         4
cnt_x             7
frame             6
cnt_xfine         3
cursor_y          6
y                11
address          16
flash             1
cnt_y             6
mask              8
x                11
cursor_x          7
cmd_cnt           2
cmd               1
display           1
## final cells by class
cell class	count	share of cell area [%]
inverter	24	1.28
clock inverter	109	6.37
clock buffer	9	1.76
multi-input combinational	326	33.7
tap	136	2.41
timing repair buffer	99	13.4
sequential	102	41.0
## metal layers
| layer | share of wire (%) | global-route usage (%) | vias up |
|---|---|---|---|
| li1 | - | - | 2078 |
| met1 | 46 | 30.8 | 1908 |
| met2 | 48 | 30.9 | 87 |
| met3 | 5.6 | 7.07 | 4 |
| met4 | 0.33 | 6.75 | 0 |
| met5 | 0 | 0 | - |
## logic make-up (layout without fill, tap and decap cells)
family,count (synthesis),after routing
AND/OR/NAND/NOR,174,174
flip-flops,102,102
AND-OR/OR-AND,54,54
XOR/XNOR,48,48
buffers and inverters,42,241
adder cells (fa/ha/maj),32,32
multiplexers,18,18
## timing repair
| action | in CTS | in global routing |
|---|---|---|
| gates resized | 9 | 1 |
| buffers inserted | 0 | 2 |
| setup endpoints to repair | 2 | 1 |
| hold endpoints to repair | 0 | 0 |
| pin swaps | 6 | 0 |
Power figures rest on the tool's default switching activity, not on a simulated workload.
