## design/flow/config.mk

```make
export PLATFORM = sky130hd
export DESIGN_NAME = KR580VM80ALite
export DESIGN_NICKNAME = KR580VM80ALite
export VERILOG_FILES = /design/flow/design.v
export SDC_FILE = /design/flow/constraint.sdc
export NUM_CORES = 4
export LEC_CHECK = 1
export CORE_UTILIZATION = 40
```

## design/flow/constraint.sdc

```tcl
current_design KR580VM80ALite

set clk_period 11.8
set clk_io_pct 0.2

create_clock -name clk0 -period $clk_period [get_ports {clock}]

set non_clock_inputs [all_inputs -no_clocks]
set_input_delay [expr $clk_period * $clk_io_pct] -clock clk0 $non_clock_inputs
set_output_delay [expr $clk_period * $clk_io_pct] -clock clk0 [all_outputs]
```

## design/flow/design.v

```verilog
module KR580VM80ALite
(
    input               clock,
    input               reset_n,
    input               ce,
    output              m0,
    output      [15:0]  address,
    output reg  [ 7:0]  port,
    input       [ 7:0]  in,
    input       [ 7:0]  port_in,
    output reg  [ 7:0]  out,
    output reg          rd,
    output reg          we,
    output reg          port_we,
    output reg          iff1
);
assign address = sw ? cp : pc;
assign m0 = (t == 0);
localparam
    CF = 0, PF = 2, HF = 4, ZF = 6, SF = 7;
localparam
    ADD = 0, ADC = 1, SUB = 2, SBB = 3,
    AND = 4, XOR = 5, OR  = 6, CMP = 7;
reg [15:0]  pc;
reg [15:0]  bc  = 16'h10FF,
            de  = 16'hBEEF,
            hl  = 16'hFF13,
            sp  = 16'h00FF;
reg [ 7:0]  a   = 8'h9A,
            psw = 8'b00000011;
reg         sw;      
reg [15:0]  cp;      
reg [ 7:0]  opcode;  
reg [ 4:0]  t;       
reg         b;       
reg         w;       
reg [16:0]  d;       
reg [ 2:0]  n;       
wire [ 7:0] opc = t ? opcode : in;
wire [15:0] r16 =
    opc[5:4] == 2'b00 ? bc :
    opc[5:4] == 2'b01 ? de :
    opc[5:4] == 2'b10 ? hl : sp;
wire [ 7:0] op53 =
    opc[5:3] == 3'b000 ? bc[15:8] : opc[5:3] == 3'b001 ? bc[ 7:0] :
    opc[5:3] == 3'b010 ? de[15:8] : opc[5:3] == 3'b011 ? de[ 7:0] :
    opc[5:3] == 3'b100 ? hl[15:8] : opc[5:3] == 3'b101 ? hl[ 7:0] :
    opc[5:3] == 3'b110 ? in       : a;
wire [ 7:0] op20 =
    opc[2:0] == 3'b000 ? bc[15:8] : opc[2:0] == 3'b001 ? bc[ 7:0] :
    opc[2:0] == 3'b010 ? de[15:8] : opc[2:0] == 3'b011 ? de[ 7:0] :
    opc[2:0] == 3'b100 ? hl[15:8] : opc[2:0] == 3'b101 ? hl[ 7:0] :
    opc[2:0] == 3'b110 ? in       : a;
wire [15:0] pcn = pc + 1;
wire [15:0] cpn = cp + 1;
wire        m53 = opc[5:3] == 3'b110;
wire        m20 = opc[2:0] == 3'b110;
wire        daa1 = psw[HF] || a[3:0] > 9;
wire        daa2 = psw[CF] || a[7:4] > 9 || (a[7:4] >= 9 && a[3:0] > 9);
wire [3:0]  cond = {psw[SF], psw[PF], psw[CF], psw[ZF]};
wire        ccc  = (cond[ opc[5:4] ] == opc[3]) || (opc == 8'hC9) || (opc == 8'hCD);
wire [8:0]  alur =
    opc[5:3] == ADD ? a + op20 :              
    opc[5:3] == ADC ? a + op20 + psw[CF] :    
    opc[5:3] == SBB ? a - op20 - psw[CF] :    
    opc[5:3] == AND ? a & op20 :              
    opc[5:3] == XOR ? a ^ op20 :              
    opc[5:3] == OR  ? a | op20 :              
                      a - op20;               
wire sf =   alur[7];
wire zf =   alur[7:0] == 0;
wire hf =   a[4] ^ op20[4] ^ alur[4];
wire af =  (a[4] | op20[4]) & (opc[5:3] == AND);
wire pf = ~^alur[7:0];
wire cf =   alur[8];
wire [7:0] aluf =
    opc[5:3] == AND || opc[5:3] == XOR || opc[5:3] == OR ?
        {sf, zf, 1'b0, af, 1'b0, pf, 1'b1, 1'b0} :  
        {sf, zf, 1'b0, hf, 1'b0, pf, 1'b1,   cf};   
always @(posedge clock)
if (reset_n == 0) begin
    t    <= 0;         
    sw   <= 0;         
    pc   <= 16'hF800;  
    iff1 <= 0;         
    rd   <= 1;
end
else if (ce) begin
    t  <= t + 1;     
    b  <= 0;         
    w  <= 0;         
    we <= 0;         
    rd <= 0;         
    port_we <= 0;    
    if (m0) begin opcode <= in; pc <= pcn; end
    casex (opc)
    8'b0000_0000: case (t)
        3: begin t <= 0; rd <= 1; end
    endcase
    8'b00xx_0001: case (t)
        0: begin rd <= 1; end
        1: begin pc <= pcn; d[ 7:0] <= in; n <= opcode[5:4]; rd <= 1; end
        2: begin pc <= pcn; d[15:8] <= in; w <= 1; end
        9: begin t <= 0; rd <= 1; end
    endcase
    8'b00xx_1001: case (t)
        0: begin d <= hl + r16; w <= 1; n <= 2; end
        1: begin psw[CF] <= d[16]; end
        9: begin t <= 0; rd <= 1; end
    endcase
    8'b000x_0010: case (t)
        0: begin we <= 1; out <= a; cp <= r16; sw <= 1; end
        6: begin sw <= 0; t <= 0; rd <= 1; end
    endcase
    8'b000x_1010: case (t)
        0: begin cp <= r16; sw <= 1; rd <= 1; end
        1: begin b  <= 1; n <= 7; d <= in; end
        6: begin sw <= 0; t <= 0; rd <= 1; end
    endcase
    8'b0010_0010: case (t)
        0: begin rd <= 1; end
        1: begin cp[ 7:0] <= in; pc <= pcn; rd <= 1; end
        2: begin cp[15:8] <= in; pc <= pcn; sw <= 1; end
        3: begin we <= 1; out <= hl[ 7:0]; end
        4: begin we <= 1; out <= hl[15:8]; cp <= cpn; end
        15: begin sw <= 0; t <= 0; rd <= 1; end
    endcase
    8'b0010_1010: case (t)
        0: begin rd <= 1; end
        1: begin cp[ 7:0] <= in; pc <= pcn; rd <= 1; end
        2: begin cp[15:8] <= in; pc <= pcn; rd <= 1; sw <= 1; end
        3: begin d [ 7:0] <= in; rd <= 1; cp <= cpn; end
        4: begin d [15:8] <= in; w <= 1; n <= 2; sw <= 0; end
        15: begin t <= 0; rd <= 1; end
    endcase
    8'b0011_x010: case (t)
        0: begin rd <= 1; end
        1: begin cp[ 7:0] <= in; pc <= pcn; rd <= 1; end
        2: begin cp[15:8] <= in; pc <= pcn; sw <= 1; we <= ~opc[3]; rd <= opc[3]; out <= a; end
        3: begin d <= in; b <= opc[3]; n <= 7; sw <= 0; end
        12: begin t <= 0; rd <= 1; end
    endcase
    8'b00xx_x011: case (t)
        0: begin w <= 1; n <= in[5:4]; d <= in[3] ? r16 - 1 : r16 + 1; end
        4: begin t <= 0; rd <= 1; end
    endcase
    8'b00xx_x10x: case (t)
        0: begin cp <= hl; sw <= 1; rd <= 1; end
        1: begin d <= opc[0] ? op53 - 1 : op53 + 1; end
        2: begin
            psw[SF] <= d[7];
            psw[ZF] <= d[7:0] == 0;
            psw[HF] <= d[3:0] == (opc[0] ? 4'hF : 4'h0);
            psw[PF] <= ~^d[7:0];
            n   <= opc[5:3];
            b   <= ~m53;         
            we  <= m53;          
            out <= d;
        end
        4: begin sw <= 0; t <= m53 ? 5 : 0; rd <= m53 ? 0 : 1; end
        9: begin t <= 0; rd <= 1; end
    endcase
    8'b00xx_x110: case (t)
        0: begin rd <= 1; end
        1: begin
            pc  <= pcn;       
            cp  <= hl;        
            n   <= opc[5:3];  
            b   <= !m53;      
            we  <= m53;       
            sw  <= m53;       
            d   <= in;        
            out <= in;        
        end
        6: begin t <= sw ? 7 : 0; sw <= 0; rd <= sw ? 0 : 1; end
        9: begin t <= 0; rd <= 1; end
    endcase
    8'b000x_x111: case (t)
        0: begin
            b <= 1;
            n <= 7;
            case (opc[4:3])
            2'b00: d <= {a[6:0],  a[7]};     
            2'b01: d <= {a[0],    a[7:1]};   
            2'b10: d <= {a[6:0],  psw[CF]};  
            2'b11: d <= {psw[CF], a[7:1]};   
            endcase
            psw[CF] <= a[opc[3] ? 0 : 7];
        end
        3: begin t <= 0; rd <= 1; end
    endcase
    8'b0010_0111: case (t)
        0: begin d[15:8] <= (daa1 ? 6 : 0) + (daa2 ? 8'h60 : 0); end
        1: begin d[ 7:0] <= a + d[15:8]; end
        2: begin
            psw[SF] <= d[7];
            psw[ZF] <= d[7:0] == 0;
            psw[HF] <= a[4] ^ d[4] ^ d[12];
            psw[PF] <= ~^d[7:0];
            psw[CF] <= daa2 | psw[0];
            b <= 1;
            n <= 7;
        end
        3: begin t <= 0; rd <= 1; end
    endcase
    8'b0010_1111: case (t)
        0: begin d <= ~a; b <= 1; n <= 7; end
        3: begin t <= 0; rd <= 1; end
    endcase
    8'b0011_x111: case (t)
        0: begin psw[CF] <= opc[3] ? ~psw[CF] : 1'b1; end
        3: begin t <= 0; rd <= 1; end
    endcase
    8'b01xx_xxxx: case (t)
        0: begin cp <= hl; sw <= 1; rd <= m20; if (m53 && m20) pc <= pc; end
        1: begin
            n   <= opc[5:3];
            b   <= !m53;
            we  <=  m53;
            d   <= op20;
            out <= op20;
        end
        4: begin sw <= 0; t <= (m53 || m20) ? 5 : 0; rd <= (m53 || m20) ? 0 : 1; end
        6: begin t <= 0; rd <= 1; end
    endcase
    8'b10xx_xxxx: case (t)
        0: begin cp <= hl; sw <= 1; rd <= m20; end
        1: begin d  <= alur; b <= (opc[5:3] != CMP); n <= 7; psw <= aluf; end
        4: begin sw <= 0; t <= m20 ? 5 : 0; rd <= m20 ? 0 : 1; end
        6: begin t  <= 0; rd <= 1; end
    endcase
    8'b11xx_x000,
    8'b1100_1001: case (t)
        0:  begin d <= sp + 2; w <= ccc; n <= 3; sw <= 1; cp <= sp; rd <= 1; end
        1:  begin d[ 7:0] <= in; cp <= cpn; rd <= 1; end
        2:  begin d[15:8] <= in; sw <= 0; end
        4:  begin t <= ccc ? 5 : 0; rd <= ccc ? 0 : 1; end
        10: begin t <= 0; pc <= d; rd <= 1; end
    endcase
    8'b11xx_0001: case (t)
        0:  begin d <= sp + 2; w <= 1; n <= 3; sw <= 1; cp <= sp; rd <= 1; end
        1:  begin d[ 7:0] <= in; cp <= cpn; rd <= 1;end
        2:  begin d[15:8] <= in; sw <= 0; n <= opc[5:4]; w <= opc[5:4] != 3; end
        3:  begin if (opc[5:4] == 3) begin d[7:0] <= d[15:8]; psw <= d[7:0]; b <= 1; n <= 7; end end
        10: begin t <= 0; rd <= 1; end
    endcase
    8'b1110_1001: case (t)
        4: begin pc <= hl; t <= 0; rd <= 1; end
    endcase
    8'b1111_1001: case (t)
        0: begin d <= hl; w <= 1; n <= 3; end
        4: begin t <= 0; end
    endcase
    8'b11xx_x010,
    8'b1100_0011: case (t)
        0: begin rd <= 1; end
        1: begin cp[ 7:0] <= in; pc <= pcn; rd <= 1;end
        2: begin cp[15:8] <= in; pc <= pcn; end
        9: begin t <= 0; rd <= 1; if (ccc || opc[0]) pc <= cp; end
    endcase
    8'b1111_x011: case (t)
        0: begin iff1 <= opc[3]; end
        3: begin t <= 0; rd <= 1; end
    endcase
    8'b1101_0011: case (t)
        0: begin rd <= 1; end
        1: begin port <= in; port_we <= 1; out <= a; pc <= pcn; end
        9: begin t <= 0; rd <= 1; end
    endcase
    8'b1101_1011: case (t)
        0: begin rd <= 1; end
        1: begin port <= in; pc <= pcn; end
        2: begin b <= 1; n <= 7; d <= port_in; end
        9: begin t <= 0; rd <= 1; end
    endcase
    8'b1110_0011: case (t)
        0: begin sw <= 1; cp <= sp; rd <= 1; end
        1: begin d[ 7:0] <= in; cp <= cpn; rd <= 1; end
        2: begin d[15:8] <= in; w <= 1; n <= 2; cp <= hl; end
        3: begin we <= 1; out <= cp[7:0]; d[7:0] <= cp[15:8]; cp <= sp; end
        4: begin we <= 1; out <= d[7:0]; cp <= cpn; end
        17: begin sw <= 0; t <= 0; rd <= 1; end
    endcase
    8'b1110_1011: case (t)
        0: begin d <= de; n <= 2; w <= 1; cp <= hl; end
        1: begin d <= cp; n <= 1; w <= 1; end
        3: begin t <= 0; rd <= 1; end
    endcase
    8'b11xx_x100,
    8'b1100_1101: case (t)
        0: begin rd <= 1; end
        1: begin d[ 7:0] <= in; pc <= pcn; rd <= 1; end
        2: begin d[15:8] <= in; pc <= pcn; end
        3: begin we <= ccc; out <= pc[ 7:0]; sw <= 1; cp <= sp - 2; end
        4: begin we <= ccc; out <= pc[15:8]; cp <= cpn; end
        5: begin if (ccc) pc <= d[15:0]; end
        6: begin w <= ccc; d <= sp - 2; n <= 3; end
        10: begin t <= ccc ? 11 : 0; rd <= ccc ? 0 : 1;end
        16: begin t <= 0; rd <= 1; end
    endcase
    8'b11xx_0101: case (t)
        0: begin d <= sp - 2; w <= 1; n <= 3; sw <= 1; cp <= sp - 2; end
        1: begin d <= opc[5:4] == 2'b11 ? {a, (psw & 8'b11010101) | 2'b10} : r16; end
        2: begin we <= 1; out <= d[ 7:0]; end
        3: begin we <= 1; out <= d[15:8]; cp <= cpn; end
        10: begin sw <= 0; t <= 0; rd <= 1; end
    endcase
    8'b11xx_x110: case (t)
        0: begin rd <= 1; end
        1: begin d <= alur; pc <= pcn; b <= (opc[5:3] != CMP); n <= 7; psw <= aluf; end
        6: begin t <= 0; end
    endcase
    8'b11xx_x111: case (t)
        1: begin we <= 1; d <= sp - 2; n <= 3; w <= 1; cp <= sp - 2; sw <= 1; out <= pc[7:0]; end
        2: begin we <= 1; out <= pc[15:8]; cp <= cpn; pc <= {opc[5:3], 3'b000}; end
        10: begin sw <= 0; t <= 0; rd <= 1; end
    endcase
    endcase
end
always @(posedge clock)
if (reset_n && ce) begin
    if (b)
    case (n)
    0: bc[15:8] <= d[7:0]; 1: bc[ 7:0] <= d[7:0];  
    2: de[15:8] <= d[7:0]; 3: de[ 7:0] <= d[7:0];  
    4: hl[15:8] <= d[7:0]; 5: hl[ 7:0] <= d[7:0];  
    7:  a       <= d[7:0];
    endcase
    if (w)
    case (n)
    2'b00: bc <= d[15:0];
    2'b01: de <= d[15:0];
    2'b10: hl <= d[15:0];
    2'b11: sp <= d[15:0];
    endcase
end
endmodule
```

## design/flow/run.sh

```bash
#!/bin/bash
# OpenROAD 26Q1-2900-gdf79404cd8, Yosys 0.63+post, stock flow scripts
make -C /OpenROAD-flow-scripts/flow DESIGN_CONFIG=/design/flow/config.mk WORK_HOME=/design/flow/orfs finish
```

==> job_summary.md <==
## Synthesis and layout report

| Metric | Value |
|---|---|
| Clock slew at reported path FFs | `roughly 0.08 ns` |
| Max Fclk | `0.108 GHz` |
| DRC | `0` |
| Global-route wire length before repair | `slightly above 200,000 um` |
| Cell count after synthesis | `3,051` |
| DIE HEIGHT | `241 um` |
| Post-Place Cells | `between 3,000 and 4,000` |
| Hold path endpoint | `rd` |
| Sw frac | `0.560` |
| Core footprint | `56,400 um2` |
| Reg2Reg Setup Slack | `3.30 ns` |
| Port Buf Inserts | `55` |
| Pwr dens | `200 nW/um2` |
| Area delta synth->final | `10.3%` |
| Top cells excl fill/tap | `367 x nand2_1, 265 x nor2_1, 261 x a21oi_1, 190 x o21ai_0, 174 x buf_4` |
| Detailed placement HPWL | `107,000 um` |
| Critical Path Start Type | `input pin` |
| Fp_density | `0.405` |
| Yosys reg bits | `165` |
| Post-route cell area | `about 25,000 um2` |
| EDFF count, synth | `141` |
| CTS resizes | `0` |
| Final std cells w/o fill | `3,804` |
| Max Slew Vio Count | `0` |
| Comb pwr share | `0.688` |
| Gpl congestion | `1.14` |
| # Cells Yosys | `3,051` |
| Slowest stage cell on the critical path | `clkdlybuf4s50_1` |
| Share of cells above drive strength 1 | `0.116` |
| Largest delay share family, worst path | `AND-OR/OR-AND gates` |
| Grt ovf | `0` |
| Io pins | `around 56` |
| Area share of the largest cell type after synthesis | `0.185` |
| Reg power frac | `0.187` |
| Antenna-violating nets left | `0` |
| Netlist cell types | `109` |
| Sw Pwr | `2.82 mW` |
| Slew at the pin closest to its max-slew limit | `about 1.1 ns` |
| Via count | `28,449` |
| Drt pass-1 iters | `10` |
| Main synth FF type | `edfxtp_1` |
| FFs w/ async S/R, synth | `0` |
| Setup TNS | `0 ns` |
| Hold_sp | `rd` |
| Synth area leader | `edfxtp_1` |
| Leak Pwr | `9.00 nW` |
| Post CTS Setup Buffer Count | `0` |
| Initial antenna violation count | `15` |
| Syn_area_per_cell | `about 7.5 um2` |
| Worst path buffer plus inverter count | `2` |
| Drt wl/cell | `39.4 um` |
| Setup slack after layout | `2.53 ns` |
| Endpoints failing hold | `0` |
| CTS Hold Bufs | `0` |
| RSZ-0062 raised after global routing | `no` |
| CP Capture Type | `flop` |
| Most used logic cell in the final layout | `nand2_1` |
| Netlist area before placement | `22,800 um2` |
| DP Area | `24,500 um2` |
| Peak VDD IR | `0.140 mV` |
| Vias in the first global route | `26,302` |
| Cell area leaders | `edfxtp_1 19%, nand2_1 6.0%, a21oi_1 5.8%` |
| R2r worst-path depth | `23` |
| Status | `completed` |
| Largest stage delay, worst path | `0.88 ns` |
| Worst path arrival time | `roughly 9.5 ns` |
| Die W | `~240 um` |
| Hold Path Depth | `1` |
| Worst EP required | `12.05 ns` |
| Via density | `7.48` |
| Pwr Total | `5.03 mW` |
| Crit path time final | `9.27 ns` |
| Max Clock Skew | `0.0215 ns` |
| # Max-Cap Violations | `0` |
| DP Worst Slack | `2.32 ns` |
| Finished Core Util | `0.447` |
| Clk latency late pin | `0.53 ns` |
| Final hold slack | `0.504 ns` |
| Chip Area, Yosys | `22,800 um2` |
| Die area | `58,000 um2` |
| Worst Path Class, Setup | `input pin to flop` |
| Tally of yosys warning messages | `1` |
| CTS tree | `built` |
| Reg2reg end | `psw[2]` |
| Hold Path Class | `flop to flop` |
| Internal power | `2.21 mW` |
| Final period utilization | `0.786` |
| H-tree depth | `4` |
| Critical path depth | `21` |
| OpenROAD warnings | `~50` |
| CP Max Fanout | `14` |
| Critical-path cell list | `clkdlybuf4s50_1 > nand2_1 > mux2i_1 > nand2_1 > a211o_1 > a31oi_1 > inv_1 > ha_1 > or2_2 > a211o_1 > a211oi_1 > nand3b_1 > xnor2_1 > a2bb2oi_1 > nor2_1 > a211oi_1 > ha_1 > xor2_1 > xnor2_1 > a22oi_1 > o21ai_0` |
| # rows | `87` |
| Largest net degree at the start of global routing | `56` |
| Clk sink count | `165` |
| RR Startpoint | `t[0]` |
| Clock power frac | `0.125` |
| Clock buffer depth | `2` |
| Seq share, synth | `0.206` |
| Clock root cell | `clkbuf_16` |
| Starting DRT DRC Count | `~4,400` |
| Global-route usage over all layers | `0.531` |
| CTS buffer count | `17` |
| WL final | `approximately 150,000 um` |
| Setup Viol. Count Final | `0` |
| Max-slew headroom | `0.279` |
## metal layers
metal	track usage	wire [um]	vias up	share of wire
met3	0.286	24400	727	0.16
li1	-	-	11604	-
met5	0.0438	391	-	0.0026
met1	0.667	54200	13516	0.36
met2	0.693	57600	2582	0.38
met4	0.360	13400	20	0.089
## registers in the layout (all words and copies together) (netlist names), 3 cells and up
name,cells
opcode,8
bc,16
port,8
hl,16
de,16
cp,16
psw,5
n,3
out,8
pc,16
sp,16
a,8
t,5
d,17
## cell families after synthesis
kind of cell,share of synthesized area
flip-flops,0.206
buffers and inverters,0.0629
XOR/XNOR,0.0522
multiplexers,0.0863
AND-OR/OR-AND,0.306
AND/OR/NAND/NOR,0.233
adder cells (fa/ha/maj),0.0537
## worst max path at each step
stage | from | endpoint | slack, ns
finish | in[0] | psw[2] | 2.53
global route | in[0] | psw[2] | 2.16
CTS | in[0] | psw[2] | 2.78
## power by group through the flow
| stage | Sequential [mW] | Combinational [mW] | Clock [mW] |
|---|---|---|---|
| 4_1_cts | 0.925 | 3.28 | 0.634 |
| 5_1_grt | 0.939 | 3.58 | 0.651 |
| 6_report | 0.943 | 3.46 | 0.629 |
## cell usage after synthesis, drive strengths merged, types with 47 or more instances
| cell | count |
|---|---|
| a211oi | 54 |
| a21oi | 264 |
| a221oi | 53 |
| a22oi | 52 |
| a31oi | 50 |
| buf | 75 |
| clkbuf | 203 |
| edfxtp | 141 |
| ha | 90 |
| inv | 66 |
| mux2 | 60 |
| mux2i | 92 |
| nand2 | 367 |
| nand3 | 114 |
| nand4 | 47 |
| nor2 | 265 |
| nor3 | 73 |
| o21ai | 200 |
| o22ai | 47 |
| xnor2 | 97 |
## area by class of cell
type	instances	area, um2
Sequential cell	165	4710
Timing Repair Buffer	229	1850
Fill cell	5669	31200
Tap cell	756	946
Antenna cell	14	35.0
Inverter	66	248
Clock inverter	15	214
Multi-Input combinational cell	2542	16800
Clock buffer	17	425
No activity file was given, so power comes from the tool's default toggle rates.
